**flow/design.v**
```verilog
`timescale 1ns / 1ps
module mulfix  #(parameter WI1=4, WF1=4, WI2=4, WF2=4, WI0=8, WF0=8)( input signed [WI1+WF1-1:0] in1, input signed [WI2+WF2-1:0] in2, output signed [WI0+WF0-1:0] out, output OVF);
generate
wire signed [( WI1+WI2 )+( WF1+WF2 )-1:0] temp;
assign temp = in1 * in2;
assign out = {{( WI0 > ( WI1+WI2 ) ? WI0-( WI1+WI2 )+1 : 1 ){temp[( WI1+WI2 )+( WF1+WF2 )-1]}},temp[( WI0 > ( WI1+WI2 ) ? ( WI1+WI2 )+( WF1+WF2 )-2  : WI0+( WF1+WF2 )-2 ):( WF1+WF2 )],temp[( WF1+WF2 )-1:( WF0 > ( WF1+WF2 ) ? 0 :( WF1+WF2 )-WF0)],{( WF0 > ( WF1+WF2 ) ? WF0-( WF1+WF2 ) : 0 ){1'b0}}};
if ( WI0 >= ( WI1+WI2 )) 
    begin 
    assign OVF=1'b0;
    end 
else  
    begin
    assign OVF = ~((&temp[( WI1+WI2 )+( WF1+WF2 )-1:WI0+( WF1+WF2 )-1])||(~(|temp[( WI1+WI2 )+( WF1+WF2 )-1:WI0+( WF1+WF2 )-1]))) ;
    end
endgenerate
endmodule
```
**flow/run.sh**
```bash
#!/bin/bash
# OpenROAD 26Q1-2900-gdf79404cd8, Yosys 0.63+post, stock flow scripts
make -C /OpenROAD-flow-scripts/flow DESIGN_CONFIG=/design/flow/config.mk WORK_HOME=/design/flow/orfs finish
```
**flow/config.mk**
```make
export PLATFORM = sky130hd
export DESIGN_NAME = mulfix
export DESIGN_NICKNAME = mulfix
export VERILOG_FILES = /design/flow/design.v
export SDC_FILE = /design/flow/constraint.sdc
export NUM_CORES = 4
export LEC_CHECK = 1
export CORE_UTILIZATION = 50
```
**flow/constraint.sdc**
```tcl
current_design mulfix

set clk_period 8.2
set clk_io_pct 0.2

create_clock -name clk0 -period $clk_period

set non_clock_inputs [all_inputs -no_clocks]
set_input_delay [expr $clk_period * $clk_io_pct] -clock clk0 $non_clock_inputs
set_output_delay [expr $clk_period * $clk_io_pct] -clock clk0 [all_outputs]
```
==> flow_summary.yaml <==
# yosys + openroad results
die:
  placementRows: 25
  core_area_sq_mm: 0.00482
  fp.dieW_microns: 73.5
  fp.dieH_microns: 73.5
  io_pins: 33
  fp_util_pct: 53.0
  dieArea_sq_mm: 0.00539
sta:
  setup_viol: 0
  final-max-slew-violation-count: 0
  fin_crit_ps: 7920
  hold_violations: 0
  tns_ps: 0
  max_freq_ghz: 0.126
  finalClockPeriodUsage_pct: 96.5
  grt_setup_unrepaired: "false"
yosys:
  synth-xor-area-share_pct: 4.80
  ys_sh_aoi_pct: 5.59
  synth_area_sq_mm: 0.00255
  synth_cell_types: 28
  ys_cells: 294
  adder_share_pct: 57.4
  synth_simple_gate_area_share_pct: 18.4
  synthTopLogicFamily: "adder cells"
  synth_area_per_cell_sq_um: 8.68
  ys_seq_share_pct: 0
  synth_cells: 294
  ys_area_sq_mm: 0.00255
  mux_area_share_pct: 0.441
  yosysWarnings: 0
route:
  highest_layer: "met3"
  routed_wl_microns: 4610
  dr_total_vias: 1937
  drtIter0Drc: 27
  avgRoutedWirePerCell_microns: 11.3
  postRouteAntennaNets: 0
  drc_errors: 0
  dr_wl_met2_microns: 2510
  drt-met1-wl_microns: 2000
  wl_met3_microns: 92
  first_pass_iters: 4
  antenna_cells: 0
  viasPerCell: 4.75
final_layout:
  clkbuf_count: 0
  ff_count: 0
  drive_above_1_share_pct: 6.45
  seq_area_sq_um: 0
  filler_cell_count: 452
  areaGrowthSynthToFinish_pct: 21.6
setup_path:
  worstPathArrival_ps: 6280
  crit_type: "input pin to primary output"
  critPathLaunchType: "input pin"
  crit_path_frequent_cell: "fa_1"
  crit_chain: "clkdlybuf4s50_1 -> buf_4 -> nand2_1 -> fa_1 -> fa_1 -> fa_1 -> fa_1 -> inv_1 -> ha_1 -> a21oi_1 -> o21ai_0 -> o41ai_2 -> xnor2_1 -> clkdlybuf4s50_1"
  slowest_stage: "fa_1"
  path_buffers: 4
  end_kind: "primary output"
  cpPeakStageDelay_ps: 700
  worstPathRequired_ps: 6560
  crit_family: "adder cells"
  path_max_fanout: 5
pwr:
  comb_power_share_pct: 100.0
  seq_power_share_pct: 0
  p_per_area_mw_per_mm2: 278
  p_int_mw: 0.498
  clockPowerShare_pct: 0
  switching_share_pct: 42.2
  ir_drop_v: 0.000469
  report.power.total_mw: 0.863
  switching_power_mw: 0.364
  leakagePower_nw: 1.62
flow_run:
  tool_warnings: 33
  cap_viol_max_count: 0
global_routing:
  grt_overflow: 0
  grt_first_pass_wirelength_microns: 8630
  track_usage_pct: 21.8
  antenna_found_initial: 0
  grt_pass1_vias: 2086
  grt_max_degree: 9
placed_design:
  gp_congestion: 0.836
  port_buffers: 32
  dp_hpwl_microns: 4250
outcome:
  status: "completed"
clocking:
  ctsHoldBuffers: 0
worst_hold_path:
  min_path_type: "input pin to primary output"
[cells by family after synthesis]
group | after synthesis
multiplexers | 1
XOR/XNOR | 14
buffers and inverters | 89
other | 1
AND-OR/OR-AND | 21
adder cells (fa/ha/maj) | 84
AND/OR/NAND/NOR | 84
[path summary, 6_finish.rpt]
check               from  endpoint  slack [ps]  depth (start not counted)
hold / removal    in2[2]    out[2]        4180                          4
setup / recovery  in1[7]   out[15]         280                         14
[cell usage in the layout (no fill, tap or decap), types with 3 or more instances in the layout]
cell type | synthesis | layout
buf_4 | 1 | 16
nand2_1 | 15 | 15
fa_1 | 55 | 55
xnor2_1 | 11 | 11
dlymetal6s2s_1 | 0 | 5
xor2_1 | 3 | 3
nor2_1 | 9 | 9
o21ai_0 | 3 | 3
nor2b_1 | 8 | 8
and2_1 | 43 | 43
a21oi_1 | 7 | 7
ha_1 | 29 | 28
inv_1 | 88 | 88
clkdlybuf4s50_1 | 0 | 27
[synthesized netlist by cell type, drive strengths merged, types with 3 or more instances]
library cell	number	area share, %
inv	88	13
fa	55	43
and2	43	11
ha	29	14
nand2	15	2.2
xnor2	11	3.8
a21oi	9	2.1
nor2	9	1.3
nor2b	8	2.0
o21ai	4	0.78
xor2	3	1.0
[layout make-up]
| class | instances | area, sq um | area share (%) |
|---|---|---|---|
| multi-input cells | 205 | 2240 | 72.1 |
| inverters | 88 | 330 | 10.6 |
| well taps | 67 | 83.8 | 2.70 |
| repair buffers | 48 | 453 | 14.6 |
[routing by layer]
metal	vias to the layer above	GRT usage, %
met1	958	29.6
met5	-	0
met2	22	42.0
met4	0	0
li1	957	-
met3	0	1.80
[power groups by stage]
stage,logic (mW),registers [mW],clock network [mW]
6_report,0.863,0,0
5_1_grt,1.00,0,0
4_1_cts,0.856,0,0
[through the flow]
step                worst slack [ps]  cell area, sq um  util, %  std cells  hold WS (ps)
floorplan                       1310              2550        -        294          3350
global placement                 199              3060     63.6        407          4380
detailed placement               157              3060     63.6        407          4370
CTS                              141              3060     63.6        407          4370
global route                    18.1              3100     64.4        408          4230
finish                           283              3100     64.4        408          4180
[timing repair]
item | CTS | global route
gates resized | 0 | 7
setup buffers | 0 | 1
setup endpoints to repair | 0 | 4
No activity file was given, so power comes from the tool's default toggle rates.
