===== /design/flow/design.v =====
`timescale 1ns / 1ps
function integer cLog2;
    input [31:0] value;
    integer i;
      i = value;
    for (cLog2=0; i>0; cLog2=cLog2+1) i = i >> 1;
endfunction
module mulflot #(parameter WE = 8, WM = 23 ,SAT=0 ) (input [WE+WM:0] in1, input [WE+WM:0] in2, output logic [WE+WM:0] out, output ovf, output uvf);
wire na1,na2; 
assign na1 = (&in1 [WE+WM-1:WM])&(|in1 [WM-1:0]) ; 
assign na2 = (&in2 [WE+WM-1:WM])&(|in2 [WM-1:0]) ; 
wire signed [WE+1:0] e1;
assign e1 = {{2'b00},in1 [WE+WM-1:WM]} ;
wire [WM:0] m1;
assign m1 = {{|e1}, {in1 [WM-1:0]}};
wire signed [WE+1:0] e2;
assign e2 = {{2'b00},in2 [WE+WM-1:WM]} ;
wire [WM:0] m2;
assign m2 = {{|e2}, {in2 [WM-1:0]}};
wire [(2*WM)+1:0] mulout0;
assign mulout0 = m1 * m2 ;
wire  [(2*WM)+1:0] mulout;
assign  mulout = (mulout0[2*WM+1]) ? mulout0 >> 1 :  mulout0 ;
wire signed [WE+1:0] sume;
assign sume = e1+e2+{{3'b111},{(WE-2){1'b0}},1'b1}+mulout0[2*WM+1];  
assign uvf = (sume [WE+1] | (~|sume)) ;
assign ovf = sume [WE];
wire signed [WE+1:0] nsume;
assign nsume = -sume; 
wire  [(2*WM)+1:0] smulout;
wire  [(2*WM)+1:0] temp;
bShifter #( .WL( 2*WM+2 )) bar ( .din(mulout), .dir(1), .logicalArith(0), .pos(nsume[cLog2(2*WM+2)-1:0]+1), .dout(temp)) ;
assign smulout = (nsume <= WM+2) ? temp : 0;
generate
always @* begin 
    if ( (na1 == 1)|(na2 == 1)  ) begin
        out = {(WE+WM+1){1'b1}};
    end
    else begin 
        if ( uvf == 0 ) begin
            if ( ovf == 0 ) out = { {in1[WE+WM]^in2[WE+WM]}, {sume[WE-1:0]} , {mulout[2*WM-1:WM]} };
            else out = (SAT==0)? { {in1[WE+WM]^in2[WE+WM]}, {WE{1'b1}} , {WM{1'b0}} } : { {in1[WE+WM]^in2[WE+WM]}, {(WE-1){1'b1}}, {1'b0}, {WM{1'b1}} } ; 
        end
        else begin
            out  = (SAT==0)? { {in1[WE+WM]^in2[WE+WM]}, {WE{1'b0}}, {smulout[2*WM-1:WM]}} : { {in1[WE+WM]^in2[WE+WM]}, {(WE-1){1'b0}}, {1'b1}, {WM{1'b0}} } ; 
        end
    end
end 
endgenerate
endmodule
module bShifter #(parameter WL = 8) 
(input signed [WL-1:0] din,
input dir,  
input logicalArith,  
input [cLog2(WL)-1:0] pos,
output signed [WL-1:0] dout);  
wire [WL-1:0] d[cLog2(WL)-1:0]; 
genvar i;
generate
    for (i=0; i<cLog2 (WL); i=i+1) begin
        if (i==0) shStage #(.WL (WL)) STG1 (.din (din), .shift (pos[i]), .dir(dir),. logicalArith (logicalArith),.pos(2**i), .dout (d[i]));
        else shStage #(.WL (WL)) STGi (.din(d[i-1]),.shift (pos[i]),.dir(dir),.logicalArith (logicalArith),.pos(2**i),.dout (d[i]));
    end
endgenerate
assign dout= d[cLog2(WL)-1];
endmodule
module shStage #(parameter WL = 8)
(input signed [WL-1:0] din,
input shift,  
input dir,  
input logicalArith,  
input [cLog2 (WL)-1:0] pos,
output reg signed [WL-1:0] dout);  
always @*
if (~shift) dout = din;
else begin
case ({dir, logicalArith})
2'b00: dout = din << pos;
2'b01: dout = din <<< pos;
2'b10: dout = din >> pos;
default: dout= din >>> pos;
endcase
end
endmodule

===== /design/flow/config.mk =====
export PLATFORM = sky130hd
export DESIGN_NAME = mulflot
export DESIGN_NICKNAME = mulflot
export VERILOG_FILES = /design/flow/design.v
export SDC_FILE = /design/flow/constraint.sdc
export NUM_CORES = 4
export LEC_CHECK = 1
export CORE_UTILIZATION = 50

===== /design/flow/run.sh =====
#!/bin/bash
# OpenROAD 26Q1-2900-gdf79404cd8, Yosys 0.63+post, stock flow scripts
make -C /OpenROAD-flow-scripts/flow DESIGN_CONFIG=/design/flow/config.mk WORK_HOME=/design/flow/orfs finish

===== /design/flow/constraint.sdc =====
current_design mulflot

set clk_period 24.0
set clk_io_pct 0.2

create_clock -name clk0 -period $clk_period

set non_clock_inputs [all_inputs -no_clocks]
set_input_delay [expr $clk_period * $clk_io_pct] -clock clk0 $non_clock_inputs
set_output_delay [expr $clk_period * $clk_io_pct] -clock clk0 [all_outputs]

==> metrics.yaml <==
area_taken_by_flip_flops_and_latches_um2: 0
ys_chip_area_mm2: 0.02200
place.gp.congestion: 0.9523
num_vias: 18060
setup_viol: 0
drt_pass1_iterations: 5
clockBufferCount: 0
cts_hold_buffers: 0
cp_data_arrival_time_ns: 17.72
required_time_at_the_endpoint_of_the_critical_path_ns: 19.20
hold_depth: 4
timing_max_transition_violations_final: 0
worst_slew_pin_slew_ns: 0.9201
timing.fmax_mhz: 44.40
worst-setup-path-type: "in -> out"
floorplan.core_area_mm2: 0.04327
number_of_sequential_storage_elements: 0
grt_usage_pct: 33.56
max-vdd-ir-drop_uv: 468.4
pre_cts_ws_ns: 1.642
finalCriticalPeriod_ns: 22.52
p_sw_w: 0.008035
netSwitchingFraction_pct: 61.63
final.setup.worst_slack_ns: 1.478
detail-route-antenna-nets: 0
viasPerCell: 5.567
grt_antenna_before_repair: 0
grt_pass1_vias: 19470
internal_power_w: 0.005002
maxCapViolations: 0
cts.repair.resized: 0
lay_top_cells: "sky130_fd_sc_hd__inv_1, sky130_fd_sc_hd__fa_1, sky130_fd_sc_hd__nand2_1"
grt_first_pass_wirelength_mm: 108.2
final.fill_count: 4014
worstPathMaxFanout: 33
worst_path_max_delay_cell: "sky130_fd_sc_hd__clkdlybuf4s50_1"
slew-limit-headroom_pct: 37.07
endpoints_failing_hold: 0
std_cell_rows: 76
slowest_delay_ns: 0.84
tool_warning_count: 34
fp.dieH_um: 211.8
detailedPlacementHpwl_mm: 52.84
fp_util_pct: 50.86
yosys_cell_types: 77
critical_path.endpoint_type: "output pin"
drt_iter0_markers: 986
io_pins: 98
buffer_ports.inserted: 98
power_leakage_nw: 11.60
synth.avg_cell_area_um2: 8.297
rsz0062_at_grt: "false"
final_common_cell: "sky130_fd_sc_hd__inv_1"
grt_remaining_overflow: 0
layout.area.comb_mm2: 0.01937
flow.area_growth_from_synthesis_pct: 7.147
routed_wirelength_mm: 65.74
min_period_over_period_pct: 93.84
synth.yosys.seq_area_share_pct: 0
floorplan.die.width_um: 211.8
yosysWarningCount: 6
yosysCellCount: 2652
post_cts_buffers: 0
fin_util_pct: 54.49
grt_max_degree: 34
min_path_type: "in -> out"
post_synth_inst_count: 2652
fraction_of_final_layout_cells_sized_beyond_drive_strength_1_pct: 4.253
fin_setup_tns_ns: 0
pwr_density_cell_mw_per_mm2: 552.9
design.die.area_mm2: 0.04485
run_status: "completed"
routed_wire_length_per_instance_um: 20.27
post_synth_instance_area_mm2: 0.02200
critical_path_s_most_frequent_cell: "sky130_fd_sc_hd__fa_1"
drt_drc_violations_left: 0
timing.critical_path.from_type: "input pin"
hold_ws_ns: 10.61
## cell usage after synthesis (4+ instances only)
cell | number | area, um^2
sky130_fd_sc_hd__nand2_1 | 466 | 1749
sky130_fd_sc_hd__and3_1 | 9 | 56.30
sky130_fd_sc_hd__xnor2_1 | 28 | 245.2
sky130_fd_sc_hd__a221o_1 | 9 | 90.09
sky130_fd_sc_hd__nor3_1 | 26 | 130.1
sky130_fd_sc_hd__buf_2 | 6 | 30.03
sky130_fd_sc_hd__o21ai_1 | 7 | 35.03
sky130_fd_sc_hd__or2_2 | 5 | 31.28
sky130_fd_sc_hd__nand4_1 | 27 | 168.9
sky130_fd_sc_hd__a211oi_1 | 15 | 112.6
sky130_fd_sc_hd__a2111oi_0 | 4 | 35.03
sky130_fd_sc_hd__a221oi_1 | 11 | 96.34
sky130_fd_sc_hd__mux4_2 | 18 | 405.4
sky130_fd_sc_hd__o211a_1 | 4 | 40.04
sky130_fd_sc_hd__nand2b_1 | 4 | 25.02
sky130_fd_sc_hd__fa_1 | 482 | 9649
sky130_fd_sc_hd__a21oi_1 | 72 | 360.4
sky130_fd_sc_hd__clkbuf_1 | 144 | 540.5
sky130_fd_sc_hd__o221ai_1 | 5 | 43.79
sky130_fd_sc_hd__a21o_1 | 12 | 90.09
sky130_fd_sc_hd__xor2_1 | 12 | 105.1
sky130_fd_sc_hd__a31oi_1 | 11 | 68.82
sky130_fd_sc_hd__mux2_2 | 9 | 101.4
sky130_fd_sc_hd__inv_1 | 538 | 2019
sky130_fd_sc_hd__o21bai_1 | 6 | 45.04
sky130_fd_sc_hd__ha_1 | 188 | 2352
sky130_fd_sc_hd__o21ai_0 | 66 | 330.3
sky130_fd_sc_hd__a22oi_1 | 5 | 37.54
sky130_fd_sc_hd__o21a_1 | 8 | 60.06
sky130_fd_sc_hd__o31a_1 | 4 | 35.03
sky130_fd_sc_hd__and2_1 | 212 | 1326
sky130_fd_sc_hd__nor2b_1 | 4 | 25.02
sky130_fd_sc_hd__mux2i_1 | 20 | 200.2
sky130_fd_sc_hd__or3_1 | 9 | 56.30
sky130_fd_sc_hd__o31ai_1 | 7 | 52.55
sky130_fd_sc_hd__nand3_1 | 31 | 155.2
sky130_fd_sc_hd__o211ai_1 | 17 | 127.6
sky130_fd_sc_hd__nor4_1 | 21 | 131.4
sky130_fd_sc_hd__a211o_1 | 6 | 52.55
sky130_fd_sc_hd__nor2_1 | 66 | 247.7
## per-stage QoR
step | cell area, um^2 | total power [W] | std cells
after floorplan | 22000 | 0.008298 | 2652
after global placement | 23580 | 0.01302 | 3242
after detailed placement | 23580 | 0.01276 | 3242
after CTS | 23580 | 0.01289 | 3242
after global routing | 23580 | 0.01428 | 3242
final | 23580 | 0.01304 | 3243
## power by group through the flow
stage         combinational (W)  clock, W  sequential (W)
CTS                      0.0129         0               0
global route             0.0143         0               0
## metal layers
| layer | wire length [um] | GRT usage (%) | up-vias | part of all wire, % |
|---|---|---|---|---|
| li1 | - | - | 8242 | - |
| met1 | 27130 | 47.94 | 9019 | 41 |
| met2 | 31240 | 52.87 | 697 | 48 |
| met3 | 5915 | 11.30 | 97 | 9.0 |
| met4 | 1458 | 5.797 | 0 | 2.2 |
| met5 | 0 | 0.2225 | - | 0 |
## cells by family (layout without fill, tap and decap cells)
family	Yosys count	count (layout)	share of synthesized area [%]
fa+ha+maj	670	670	54.54
compound gates	303	303	9.257
other cells	0	1	0
simple gates	895	895	19.22
buf+inv	695	700	12.01
xor+xnor	40	40	1.592
mux	49	49	3.383
## critical path, delay by kind of cell
kind,cells,cell delay (ns)
compound gates,6,2.00
fa+ha+maj,9,4.45
simple gates,12,3.74
buf+inv,11,2.70
## final timing paths
kind	start	to	slack (ns)
setup / recovery	in1[13]	out[10]	1.48
hold / removal	in1[31]	out[31]	10.61
## area by class of cell
class,count,share of cell area (%)
multi-input combinational,1957,82.15
inverter,540,8.597
timing repair buffer,160,6.135
tap,585,3.104
antenna,1,0.01061
Power is estimated from default activity; no workload was simulated.
