[./run.sh]
#!/bin/bash
# OpenROAD 26Q1-2900-gdf79404cd8, Yosys 0.63+post, stock flow scripts
make -C /OpenROAD-flow-scripts/flow DESIGN_CONFIG=/design/flow/config.mk WORK_HOME=/design/flow/orfs finish
[./config.mk]
export PLATFORM = sky130hd
export DESIGN_NAME = addfix
export DESIGN_NICKNAME = addfix
export VERILOG_FILES = /design/flow/design.v
export SDC_FILE = /design/flow/constraint.sdc
export NUM_CORES = 4
export LEC_CHECK = 1
export CORE_AREA = 10 10 70 70
export DIE_AREA = 0 0 80 80
[./constraint.sdc]
current_design addfix

set clk_period 1.9
set clk_io_pct 0.2

create_clock -name clk0 -period $clk_period

set non_clock_inputs [all_inputs -no_clocks]
set_input_delay [expr $clk_period * $clk_io_pct] -clock clk0 $non_clock_inputs
set_output_delay [expr $clk_period * $clk_io_pct] -clock clk0 [all_outputs]
[./design.v]
`timescale 1ns / 1ps
module addfix  #(parameter WI1=2, WF1=2, WI2=2, WF2=2, WI0=4, WF0=4)( input signed [WI1+WF1-1:0] in1, input signed [WI2+WF2-1:0] in2, output signed [WI0+WF0-1:0] out, output OVF);
generate
wire [( WI1 > WI2 ? (WI1+1) : (WI2+1) )+( WF1 > WF2 ? (WF1) : (WF2) )-1:0] a;
wire [( WI1 > WI2 ? (WI1+1) : (WI2+1) )+( WF1 > WF2 ? (WF1) : (WF2) )-1:0] b;
wire [( WI1 > WI2 ? (WI1+1) : (WI2+1) )+( WF1 > WF2 ? (WF1) : (WF2) )-1:0] temp;
assign a ={{(( WI1 > WI2 ? (WI1+1) : (WI2+1) )-WI1){in1[WI1+WF1-1]}},in1 ,{(( WF1 > WF2 ? (WF1) : (WF2) )-WF1){1'b0}}};
assign b ={{(( WI1 > WI2 ? (WI1+1) : (WI2+1) )-WI2){in2[WI2+WF2-1]}},in2 ,{(( WF1 > WF2 ? (WF1) : (WF2) )-WF2){1'b0}}};
assign temp = a + b;
assign out = {{( WI0 > ( WI1 > WI2 ? (WI1+1) : (WI2+1) ) ? WI0-( WI1 > WI2 ? (WI1+1) : (WI2+1) )+1 : 1 ){temp[( WI1 > WI2 ? (WI1+1) : (WI2+1) )+( WF1 > WF2 ? (WF1) : (WF2) )-1]}},temp[( WI0 > ( WI1 > WI2 ? (WI1+1) : (WI2+1) ) ? ( WI1 > WI2 ? (WI1+1) : (WI2+1) )+( WF1 > WF2 ? (WF1) : (WF2) )-2  : WI0+( WF1 > WF2 ? (WF1) : (WF2) )-2 ):( WF1 > WF2 ? (WF1) : (WF2) )],temp[( WF1 > WF2 ? (WF1) : (WF2) )-1:( WF0 > ( WF1 > WF2 ? (WF1) : (WF2) ) ? 0 :( WF1 > WF2 ? (WF1) : (WF2) )-WF0)],{( WF0 > ( WF1 > WF2 ? (WF1) : (WF2) ) ? WF0-( WF1 > WF2 ? (WF1) : (WF2) ) : 0 ){1'b0}}};
if ( WI0 >= ( WI1 > WI2 ? (WI1+1) : (WI2+1) )) 
    begin 
    assign OVF=1'b0;
    end 
else  
    begin
    assign OVF = ~((&temp[( WI1 > WI2 ? (WI1+1) : (WI2+1) )+( WF1 > WF2 ? (WF1) : (WF2) )-1:WI0+( WF1 > WF2 ? (WF1) : (WF2) )-1])||(~(|temp[( WI1 > WI2 ? (WI1+1) : (WI2+1) )+( WF1 > WF2 ? (WF1) : (WF2) )-1:WI0+( WF1 > WF2 ? (WF1) : (WF2) )-1]))) ;
    end
endgenerate
endmodule
==> impl_metrics.csv <==
group,metric,value,unit
min_path,hold_path_class,"input port to output port",
pwr,p_switching,0.0362,mW
layout,area.sequential,0,sq um
global_route,track_usage,1.85,%
layout,nFlopsAndLatches,0,
layout,finish.instance_area,427,sq um
placed_design,place_hpwl,571,um
layout,most-common-layout-cells,"inv_2 (4), dlygate4sd2_1 (4), buf_6 (4), buf_4 (4)",
min_path,hold_path.startpoint,"in1[3]",
pwr,pwr_per_cell_area,256,nW/um^2
setup_path,critical_path.cell_chain,"clkdlybuf4s50_1, ha_1, mux2_4, buf_6",
pwr,power_switching_share,33.1,%
pwr,intPower,0.0731,mW
placed_design,detailed_place.area,369,sq um
synth,synth-seq-area-share,0,%
setup_path,path_class,"input port to output port",
die,core_region_area,3420,sq um
synth,yosys.area.top_type,"ha_1",
route,wl_per_cell,7.75,um
min_path,hold_end,"out[6]",
setup_path,worst-endpoint-required,1.52,ns
pwr,power_frac_comb,100.0,%
clocking,cts_hold_buf,0,
setup_path,worstPathArrival,1.53,ns
synth,synth.top_cell.area_share,29.2,%
layout,layout_stage_area_growth_over_the_synthesis_result,149,%
synth,post_synth_inst_count,21,
synth,yosys_stat_cell_total,21,
flow_run,max_cap_violations,0,
final_timing,slew_violations,0,
synth,synth.area.top_cells,"ha_1 (29%), buf_4 (18%), fa_1 (12%)",
setup_path,timing.critical_path.slowest_cell_delay,0.40,ns
setup_path,critical_path.endpoint_type,"output port",
synth,synth_chip_area,171,sq um
die,rows,21,
synth,synthesis_warnings,0,
die,floorplan.die.width,80,um
global_route,number_of_antenna_violations_at_the_first_check_in_global_routing,0,
route,count_of_nets_left_with_antenna_violations_after_detail_routing,0,
route,routed_vias,170,
global_route,grt_remaining_overflow,0,
global_route,first_global_vias,178,
route,drt-initial-drc-count,0,
synth,synth_area_per_cell,8.16,sq um
run_status,outcome,"finished with violations",
die,num_io_pins,17,
pwr,p_leak,0.197,nW
route,vias_per_cell,2.05,
synth,yosys.cell_types.count,11,
final_timing,layout_worst_path_cycle_share,101,%
route,detail_route.drc_violations,0,
route,first_pass_iters,1,
setup_path,crit_path_start_kind,"input port",
layout,comb_area,196,sq um
placed_design,routabilityCongestion,0.669,
layout,n_clock_buffer,0,
die,fp_util,5.02,%
route,diodes,0,
layout,fill_cells,406,
global_route,wire_length_of_the_first_global_routing_pass,972,um
synth,post_syn_area,171,sq um
layout,filler_free_cell_count_of_the_finished_design,83,
placed_design,placed_cells,82,
min_path,min_path_cells,4,
setup_path,timing.critical_path.slowest_stage_cell,"clkdlybuf4s50_1",
setup_path,cp_max_fo,2,
global_route,largest_net_degree_at_the_start_of_global_routing,4,
pwr,peakVddDrop,0.0855,mV
die,floorplan.die_area,6400,sq um
pwr,clockPowerShare,0,%
pwr,part_of_the_total_power_dissipated_in_sequential_elements,0,%
final_timing,timing_hold_violations_final,0,
placed_design,io_buffer_count,14,
run_status,violations,"setup timing",
final_timing,setup_viol_count_final,2,
final_timing,fmax,523,MHz
die,chipHeight,80,um
pwr,total_power,0.109,mW
layout,drive_above_1_share,62.2,%
final_timing,unrepaired_setup_endpoints_after_global_routing,"true",
flow_run,tally_of_openroad_warnings,34,
route,drt-total-wl,643,um
final_timing,layout_min_cycle_time,1.91,ns
final_timing,timing.final.ws_setup,-0.0110,ns
per-stage QoR:
| step | hold WS, ns | utilization (%) | setup WS [ns] | TNS (ns) |
|---|---|---|---|---|
| 2_1_floorplan | 0.832 | - | 0.0495 | 0 |
| 3_3_place_gp | 1.80 | 10.8 | -0.817 | -3.55 |
| 3_5_place_dp | 1.79 | 10.8 | -0.839 | -3.62 |
| 4_1_cts | 1.36 | 12.0 | -0.0371 | -0.0726 |
| 5_1_grt | 1.32 | 12.5 | -0.0516 | -0.102 |
| 6_report | 1.27 | 12.5 | -0.0110 | -0.0213 |
what timing repair did:
action | 4_1_cts | 5_1_grt
endpoints found under the setup margin | 6 | 4
gates resized | 39 | 5
pin swaps | 6 | 5
buffers inserted | 1 | 0
layout make-up:
cell class,instances,area share [%]
multi-input combinational,15,46.0
inverter,4,3.52
timing repair buffer,18,37.0
tap,46,13.5
logic make-up after synthesis:
family / share of synthesized area, %
AOI/OAI and AO/OA: 7.30
xor gates and xnor gates: 10.2
adders and majority gates: 40.9
buffers and inverters: 26.3
muxes: 6.57
other: 2.19
and+or+nand+nor: 6.57
layer usage:
metal | vias up | GRT usage, % | part of all wire, %
li1 | 91 | - | -
met4 | 0 | 0 | 0
met1 | 72 | 2.32 | 43
met2 | 7 | 3.05 | 47
met5 | - | 0 | 0
met3 | 0 | 0.795 | 9.6
how the worst max path moves through the flow:
stage / from / to / cells after the start
after global routing: in2[0] / out[6] / 8
final: in2[3] / out[7] / 4
after CTS: in2[0] / out[7] / 8
power by group through the flow:
stage / clock (mW) / combinational (mW) / sequential [mW]
after CTS: 0 / 0.108 / 0
final: 0 / 0.109 / 0
after global routing: 0 / 0.121 / 0
synthesized netlist by cell type:
master   n
buf_4    4
ha_1     4
inv_1    4
xnor2_1  2
a21o_1   1
a21oi_1  1
conb_1   1
fa_1     1
mux2_2   1
nor2b_1  1
nor3_1   1
worst max-delay path, delay by kind of cell:
| kind | cells | cell delay, ns |
|---|---|---|
| buffers and inverters | 2 | 0.51 |
| multiplexers | 1 | 0.32 |
| adder cells (fa/ha/maj) | 1 | 0.31 |
No activity file was given, so power comes from the tool's default toggle rates.
